==> ./run.sh <==
#!/bin/bash
# OpenROAD 26Q1-2900-gdf79404cd8, Yosys 0.63+post, stock flow scripts
make -C /OpenROAD-flow-scripts/flow DESIGN_CONFIG=/design/flow/config.mk WORK_HOME=/design/flow/orfs finish
==> ./config.mk <==
export PLATFORM = sky130hd
export DESIGN_NAME = a_regfile
export DESIGN_NICKNAME = a_regfile
export VERILOG_FILES = /design/flow/design.v
export SDC_FILE = /design/flow/constraint.sdc
export NUM_CORES = 4
export LEC_CHECK = 1
export CORE_UTILIZATION = 40
==> ./design.v <==
module a_regfile (clk,
                  rst,
                  i_j_addr,
						i_k_addr,
						i_i_addr,
						i_h_addr,
						i_ex_addr,
						o_ex_data,
                  o_j_data,
						o_k_data,
						o_i_data,
						o_h_data,
						o_a0_data,
                  i_wr_addr,
                  i_wr_data,
                  i_wr_en,
						o_a0_pos,
						o_a0_neg,
						o_a0_zero,
						o_a0_nzero);
parameter WIDTH = 64;
parameter DEPTH = 64;
parameter LOGDEPTH = 6;
input  wire                clk;
input  wire                rst;
input  wire [LOGDEPTH-1:0] i_j_addr;
input  wire [LOGDEPTH-1:0] i_k_addr;
input  wire [LOGDEPTH-1:0] i_i_addr;
input  wire [LOGDEPTH-1:0] i_h_addr;
input  wire [LOGDEPTH-1:0] i_ex_addr;
output wire [WIDTH-1:0]    o_ex_data;
output wire [WIDTH-1:0]    o_j_data;
output wire [WIDTH-1:0]    o_k_data;
output wire [WIDTH-1:0]    o_i_data;
output wire [WIDTH-1:0]    o_h_data;
output wire [WIDTH-1:0]    o_a0_data;
input  wire [LOGDEPTH-1:0] i_wr_addr;
input  wire [WIDTH-1:0]    i_wr_data;
input  wire                i_wr_en;
output wire                o_a0_pos;
output wire                o_a0_neg;
output wire                o_a0_zero;
output wire                o_a0_nzero;
reg [WIDTH-1:0] data [DEPTH-1:0];      
integer i;
wire [23:0] a0;
assign a0 = data[0];
assign o_a0_pos = !a0[23];   
assign o_a0_neg = a0[23];
assign o_a0_zero = (a0==24'b0);
assign o_a0_nzero= (a0!=24'b0);
assign o_a0_data = a0;
always@(posedge clk)
   if(rst)
	   begin
		   for(i=0;i<DEPTH;i=i+1)
	         data[i] <= 0;
		end
   else if(i_wr_en)
      data[i_wr_addr] <= i_wr_data;
assign o_j_data = ((i_j_addr==i_wr_addr) && i_wr_en) ? i_wr_data : ((i_j_addr==3'b0) ? 24'b0 : data[i_j_addr]);
assign o_k_data = ((i_k_addr==i_wr_addr) && i_wr_en) ? i_wr_data : ((i_k_addr==3'b0) ? 24'b1 : data[i_k_addr]);
assign o_i_data = ((i_i_addr==i_wr_addr) && i_wr_en) ? i_wr_data : data[i_i_addr];
assign o_h_data = ((i_h_addr==i_wr_addr) && i_wr_en) ? i_wr_data : ((i_h_addr==3'b0) ? 24'b0 : data[i_h_addr]);
assign o_ex_data= data[i_ex_addr];
endmodule
==> ./constraint.sdc <==
current_design a_regfile

set clk_period 54.5
set clk_io_pct 0.2

create_clock -name clk0 -period $clk_period [get_ports {clk}]

set non_clock_inputs [all_inputs -no_clocks]
set_input_delay [expr $clk_period * $clk_io_pct] -clock clk0 $non_clock_inputs
set_output_delay [expr $clk_period * $clk_io_pct] -clock clk0 [all_outputs]
==> results.txt <==
flow finished, numbers: most numerous logic cells after layout mux4_2 (5313), and2_1 (4096), edfxtp_1 (4096), highest routed layer met5, DP Area around 0.33 mm², Min-Delay Path Class in -> reg, CP arrival 18.15 ns, Residual DRC 0, worst setup margin 25.45 ns, vias per inst 7.71, DR pass1 iterations 14, Area contributors post-synth edfxtp_1 (39%), mux4_2 (38%), and2_1 (8.1%), Tool Warnings 29, Top cell excl fill/tap mux4_2, max FFs per register 4096, Fin. Hold Viols 0, Post-Route WL 1790000 µm, post-cts sizing count 0, critical path's slowest cell buf_4, Top-Level Pins a little under 500, power density cells between 20 and 30 mW/mm², Startpoint Class input pin, Slew HR -0.0389, Crit Path Class in -> out, DP Worst Slack 25.53 ns, Die Wd 889 µm, Final Max Slew Viols 12, Tightest Pin Transition 1.56 ns, Synth Seq Share 0.391, clk slew on worst S/H paths 0.06 ns, Max VDD drop 31.6 µV, global-route wire length before repair 2370000 µm, # Cells Yosys around 21000, share of the synthesized area in the top cell type 0.391, cycle use final 0.533, fill count slightly below 70000, initial antenna violation count 352, Leakage Power 115 nW, Vias roughly 250k, Num CTS Buffers 470, total gr overflow 0, CTS tree built, largest net degree at the start of global routing 72, die area between 0.7 and 0.8 mm², most frequent CP cell buf_4, Synth flops approximately 4000, Required @ worst endpoint 43.60 ns, FP Util 0.402, root buffer cell clkbuf_16, Max-Cap Viols 1, highest clock rate ~34 MHz, H-tree depth 5, RSZ-0062 raised after global routing false, register with the most flip-flops data, Post-CTS Hold Buffers 0, detailed-placement wirelength estimate between 1000000 and 1500000 µm, row count 325, library cells used by synthesis roughly 64, Syn Inst Count 20872, top flop regs data x4096, outcome finished, violations left, worst-path cell chain buf_16 -> buf_4 -> buf_4 -> buf_4 -> buf_4 -> buf_4 -> buf_4 -> buf_4 -> mux4_2 -> o22ai_1 -> a211oi_1 -> a32oi_1 -> nand2_1 -> clkdlybuf4s50_1, Longest Clk Path Bufs 4, post-layout util 0.448, routability congestion estimate 1.08, Netlist Area Pre-Place about 0.31 mm², ys async rst share 0, gr usage total 0.490, Final setup viols 0, crit path from i_k_addr[0], Synth-to-Final Area Change 11.5%, WL/cell around 55 µm, # clock sinks 4096, min Tclk post-route 29.05 ns, ys flop type edfxtp_1, WL met1 479000 µm, Mean Syn Cell Area 15.1 µm², worst-path maximum fanout 71, violated checks antenna violations, max-capacitance violations, max-slew violations, YS chip area 0.315 mm², worst setup path end o_k_data[35], Die Y 889 µm, Antenna Nets Post-Route 6, Syn. warnings 1, post-synth top area cell edfxtp_1, DR WL met3 just under 400000 µm, IO Port Bufs ~450, initial DRC count 27475, hold depth 2, final non-filler cell area between 0.3 and 0.4 mm², Setup TNS Final 0 ns, max incr delay on CP 0.69 ns, met2 routed WL 698000 µm, Critical Path End Type primary output, share of layout cells above drive strength 1 0.382, vias in the first global route between 200k and 300k, Post-synth EDFFs 4096, Core Region 0.784 mm², postcts setup bufs 0
[worst max-delay path, delay by kind of cell]
family,cells,cell delay (ns)
buffers and inverters,9,5.14
AOI/OAI and AO/OA,3,0.80
muxes,1,0.60
and+or+nand+nor,1,0.26
[cell families (layout without fill, tap and decap cells)]
kind of cell / count (synthesis) / count (layout) / share of synthesized area
AOI/OAI and AO/OA: 1890 / 1890 / 0.0423
xor gates and xnor gates: 24 / 24 / 0.000667
buffers and inverters: 2804 / 2709 / 0.0387
DFF: 4096 / 4096 / 0.391
muxes: 6804 / 6804 / 0.428
other: 1 / 1306 / 0.0000119
and+or+nand+nor: 5253 / 5253 / 0.0993
[per-stage QoR]
step | hold WS (ns) | total power (W) | cells
after global placement | 11.36 | 0.00609 | 30418
after detailed placement | 11.37 | 0.00609 | 30420
after floorplan | 11.29 | 0.00507 | 20911
final | 10.19 | 0.00955 | 32546
after CTS | 10.19 | 0.00937 | 31280
after global routing | 10.22 | 0.00962 | 32046
[layout make-up]
cell class                 count  area [µm²]  share of cell area
multi-input combinational  14011      181000               0.516
sequential                  4096      123000               0.350
timing repair buffer        1803       15200              0.0433
tap                        10464       13100              0.0373
clock buffer                 562       12300              0.0350
clock inverter               298        3170             0.00904
antenna                     1266        3170             0.00902
inverter                      46         184            0.000524
[synthesized netlist by cell type (64+ instances only)]
| cell type | number |
|---|---|
| mux4_2 | 5313 |
| a211oi_1 | 139 |
| mux2i_1 | 1185 |
| or2_2 | 67 |
| nand3_1 | 86 |
| clkbuf_1 | 1645 |
| edfxtp_1 | 4096 |
| a211o_1 | 64 |
| o221ai_1 | 74 |
| a32oi_1 | 126 |
| buf_1 | 212 |
| o22ai_1 | 691 |
| buf_4 | 173 |
| a22oi_1 | 296 |
| nand2_1 | 447 |
| buf_2 | 710 |
| nor2_1 | 129 |
| nor3_1 | 107 |
| nor2b_1 | 76 |
| mux2_2 | 306 |
| a221oi_1 | 71 |
| a21oi_1 | 178 |
| and2_1 | 4100 |
| nand2b_1 | 128 |
[power breakdown]
group / internal, W / leakage, nW / total (W) / switching, W
combinational: 0.000951 / 69.1 / 0.00233 / 0.00138
clock: 0.00188 / 7.47 / 0.00336 / 0.00147
sequential: 0.00364 / 38.9 / 0.00387 / 0.000229
[per-layer routing]
layer  vias up  track usage
met5         -        0.324
met1    124380        0.454
met3      8797        0.491
met4       559        0.404
met2     30040        0.578
li1      87312            -
[worst min-delay path by stage]
stage / to / from
CTS: data[36][24] / i_wr_data[24]
global route: data[24][48] / i_wr_data[48]
finish: data[35][24] / i_wr_data[24]
No activity file was given, so power comes from the tool's default toggle rates.
