`constraint.sdc`:
```
current_design s_regfile

set clk_period 41.0
set clk_io_pct 0.2

create_clock -name clk0 -period $clk_period [get_ports {clk}]

set non_clock_inputs [all_inputs -no_clocks]
set_input_delay [expr $clk_period * $clk_io_pct] -clock clk0 $non_clock_inputs
set_output_delay [expr $clk_period * $clk_io_pct] -clock clk0 [all_outputs]
```
`run.sh`:
```
#!/bin/bash
# OpenROAD 26Q1-2900-gdf79404cd8, Yosys 0.63+post, stock flow scripts
make -C /OpenROAD-flow-scripts/flow DESIGN_CONFIG=/design/flow/config.mk WORK_HOME=/design/flow/orfs finish
```
`config.mk`:
```
export PLATFORM = sky130hd
export DESIGN_NAME = s_regfile
export DESIGN_NICKNAME = s_regfile
export VERILOG_FILES = /design/flow/design.v
export SDC_FILE = /design/flow/constraint.sdc
export NUM_CORES = 4
export LEC_CHECK = 1
export CORE_UTILIZATION = 40
```
`design.v`:
```
module s_regfile (clk,
                  rst,
                  i_j_addr,
						i_k_addr,
						i_i_addr,
						i_ex_addr,
						o_ex_data,
                  o_j_data,
						o_k_data,
						o_i_data,
                  i_wr_addr,
                  i_wr_data,
                  i_wr_en,
						o_s0_pos,
						o_s0_neg,
						o_s0_zero,
						o_s0_nzero);
parameter WIDTH = 64;
parameter DEPTH = 64;
parameter LOGDEPTH = 6;
input  wire                clk;
input  wire                rst;
input  wire [LOGDEPTH-1:0] i_j_addr;
input  wire [LOGDEPTH-1:0] i_k_addr;
input  wire [LOGDEPTH-1:0] i_i_addr;
input  wire [LOGDEPTH-1:0] i_ex_addr;
output wire [WIDTH-1:0]    o_ex_data;
output wire [WIDTH-1:0]    o_j_data;
output wire [WIDTH-1:0]    o_k_data;
output wire [WIDTH-1:0]    o_i_data;
input  wire [LOGDEPTH-1:0] i_wr_addr;
input  wire [WIDTH-1:0]    i_wr_data;
input  wire                i_wr_en;
output wire                o_s0_pos;
output wire                o_s0_neg;
output wire                o_s0_zero;
output wire                o_s0_nzero;
reg [WIDTH-1:0] data [DEPTH-1:0];      
integer i;
wire [63:0] s0;
assign s0 = data[0];
assign o_s0_pos = !s0[63];   
assign o_s0_neg = s0[63];
assign o_s0_zero = (s0==64'b0);
assign o_s0_nzero= (s0!=64'b0);
always@(posedge clk)
   if(rst)
	   begin
		   for(i=0;i<DEPTH;i=i+1)
	         data[i] <= 0;
		end
   else if(i_wr_en)
      data[i_wr_addr] <= i_wr_data;
assign o_j_data = ((i_j_addr==i_wr_addr) && i_wr_en) ? i_wr_data : ((i_j_addr==3'b0) ? 64'b0 : data[i_j_addr]);
assign o_k_data = ((i_k_addr==i_wr_addr) && i_wr_en) ? i_wr_data : ((i_k_addr==3'b0) ? (64'b1 << 63) : data[i_k_addr]);
assign o_i_data = ((i_i_addr==i_wr_addr) && i_wr_en) ? i_wr_data : data[i_i_addr];
assign o_ex_data= data[i_ex_addr];
endmodule
```
==> GITHUB_STEP_SUMMARY <==
### Flow metrics

| Metric | Value |
|---|---|
| Commonest cells after routing, fill and taps aside | mux4_2 (4,502), and2_1 (4,142), edfxtp_1 (4,096), buf_4 (1,121), nand2_1 (491) |
| MI comb area | 0.149 mm^2 |
| Initial Util | 0.402 |
| Worst hold endpoint | data[0][10] |
| Vias per Instance | 7.43 |
| Critical path peak fanout | 71 |
| Most flops, register | data |
| Critical path buffer and inverter count | 8 |
| CTS tree | built |
| Max reg flops | 4,096 |
| Max incr delay on CP | 0.72 ns |
| Area growth from synthesis to layout | 12.3% |
| Dominant combinational family | multiplexers |
| Synth Area in Simple Gates | 0.111 |
| Htree depth | 5 |
| Dpl ws | 18.18 ns |
| Hold Path Cell Cnt | 2 |
| Dominant flop cell | edfxtp_1 |
| Setup TNS | 0 ns |
| Reg clk slew, reported paths | 0.06 ns |
| Final worst slack | 17.74 ns |
| Register share after synthesis | 0.438 |
| Fin crit period | 23.26 ns |
| Crit-path cells | buf_12 -> buf_4 -> buf_4 -> buf_4 -> buf_4 -> buf_4 -> buf_4 -> mux4_2 -> mux4_2 -> a22oi_1 -> nand2_1 -> clkdlybuf4s50_1 |
| Yosys cell types | 56 |
| Total gr overflow | 0 |
| Min-Delay Path Class | input pin to flip-flop |
| Cell Rows | 307 |
| GRT Util Overall | 0.475 |
| Largest net degree at the start of global routing | 83 |
| Relative slew slack | -0.0365 |
| Routed len/inst | 53.7 um |
| Post-DRT Antenna Nets | 2 |
| Max Cap Viol | 1 |
| PD cells | 38.5 mW/mm^2 |
| Final Hold Fails | 0 |
| Maximum vdd drop | 45.8 uV |
| CP Data Arrival Time | 15.06 ns |
| Post-CTS resize count | 0 |
| DRC errors left | 0 |
| Log Warnings | 31 |
| Mux cell area share after synthesis | 0.379 |
| Global-route wire length before repair | 2,030,000 um |
| Core region area | 0.699 mm^2 |
| Share of cells above drive strength 1 | 0.368 |
| Die area | 0.705 mm^2 |
| Yosys Instances | 18,200 |
| Vias in the first global route | 218,000 |
| Most frequent logic cell in the layout | mux4_2 |
| Async S/R FF share, synth | 0 |
| RSZ-0062 raised after global routing | no |
| Failing checks | antenna rules, capacitance limit, slew limit |
| Mapped Area | 0.281 mm^2 |
| Longest Clk Path Bufs | 4 |
| Final Max-Slew Violation Tally | 2 |
| Setup Crit Path Kind | input pin to output port |
| Clock Root Buffer | clkbuf_16 |
| Post-Syn Area per Cell | 15.5 um^2 |
| Kind of end point of the critical path | output port |
| Vias | 213,000 |
| Synth Area in Compound Gates | 0.0363 |
| Detailed Route Iter0 Violations | 21,600 |
| Adder-cell share of the synthesized area | 0 |
| Critical path's slowest cell | buf_4 |
| Worst Min Path Start | i_wr_data[10] |
| Final setup viols | 0 |
| Post-synth EDFFs | 4,096 |
| Register area | 0.123 mm^2 |
| Cycle use final | 0.567 |
| Lkg Pwr | 104 nW |
| Ports | 357 |
| Initial DRT Pass Iterations | 6 |
| Post-CTS Repair Setup Buffers | 0 |
| Critical Path Start Type | input pin |
| Max Freq | 0.0430 GHz |
| DP HPWL | 992,000 um |
| Final GP Congestion | 1.06 |
| Synthesis Warnings | 1 |
| Num CTS Buffers | 467 |
| CTS sink count | 4,096 |
| Yosys reg bits | 4,096 |
| Biggest regs | data: 4096 flops |
| Crit-path leading delay family | buffers and inverters |
| Cell count after synthesis | 18,200 |
| Port bufs | 356 |
| # fillers | 59,400 |
| Yosys xor share | 0.000561 |
| Die Ht | 840 um |
| Yosys synthesis chip area | 0.281 mm^2 |
| Initial antenna violation count | 320 |
| Final wirelength | 1,540,000 um |
| Run status | finished, violations left |
| Cts hold-fix bufs | 0 |
| Worst EP required | 32.80 ns |
| Slew @ Worst Pin | 1.54 ns |
| Crit-path most repeated cell | buf_4 |
| Die X | 840 um |
-- report_power, final --
group,switching [mW],internal [mW],total (mW)
Sequential,0.244,4.83,5.08
Combinational,1.46,1.01,2.48
Clock,1.93,2.64,4.58
-- final cells by class --
cell class                      count  share of cell area
Inverter                           11            0.000186
Timing Repair Buffer             1518              0.0400
Clock inverter                    323              0.0125
Sequential cell                  4096               0.390
Clock buffer                      544              0.0386
Antenna cell                     1148             0.00911
Tap cell                         9270              0.0368
Multi-Input combinational cell  11700               0.473
-- routing by layer --
| layer | GRT usage | vias up | share of wire |
|---|---|---|---|
| li1 | - | 75300 | - |
| met1 | 0.442 | 106000 | 0.27 |
| met2 | 0.571 | 24200 | 0.40 |
| met3 | 0.456 | 6945 | 0.21 |
| met4 | 0.395 | 431 | 0.11 |
| met5 | 0.289 | - | 0.012 |
-- through the flow --
| step | total power, mW | cell area (um^2) | hold WS, ns | std cells | util |
|---|---|---|---|---|---|
| floorplan | 6.38 | 281000 | 8.57 | 18200 | - |
| global placement | 7.48 | 296000 | 8.60 | 26600 | 0.424 |
| detailed placement | 7.48 | 296000 | 8.60 | 26600 | 0.424 |
| CTS | 12.0 | 313000 | 7.43 | 27500 | 0.447 |
| global route | 12.3 | 314000 | 7.44 | 28200 | 0.450 |
| finish | 12.1 | 315000 | 7.43 | 28600 | 0.451 |
-- how the worst max path moves through the flow --
stage / slack (ns) / startpoint / endpoint / cells past startpoint
4_1_cts: 18.17 / i_ex_addr[2] / o_ex_data[56] / 12
5_1_grt: 17.97 / i_ex_addr[2] / o_ex_data[44] / 12
6_report: 17.74 / i_ex_addr[2] / o_ex_data[44] / 12
-- kinds of logic (layout without fill, tap and decap cells) --
logic type	Yosys count	count (layout)
AND/OR/NAND/NOR	5300	5300
multiplexers	4996	4996
flip-flops	4096	4096
buffers and inverters	2323	2396
AND-OR/OR-AND	1425	1425
XOR/XNOR	18	18
other	0	1148
-- Yosys cell counts, types with 88 or more instances --
library cell / instances / area [um^2]
mux4_2: 4502 / 101000
edfxtp_1: 4096 / 123000
buf_4: 114 / 856
o22ai_1: 437 / 2730
nor2_1: 256 / 961
mux2i_1: 469 / 4690
a22oi_1: 331 / 2480
and2_1: 4145 / 25900
nand2_1: 501 / 1880
clkbuf_1: 1476 / 5540
buf_1: 158 / 593
nor3_1: 88 / 440
a21oi_1: 137 / 686
a32oi_1: 148 / 1300
buf_2: 539 / 2700
Power figures rest on the tool's default switching activity, not on a simulated workload.
